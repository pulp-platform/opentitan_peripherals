===== flow/config.mk =====
export PLATFORM = sky130hd
export DESIGN_NAME = rv_plic_gateway
export DESIGN_NICKNAME = rv_plic_gateway
export VERILOG_FILES = /design/flow/design.v
export SDC_FILE = /design/flow/constraint.sdc
export NUM_CORES = 4
export LEC_CHECK = 1
export CORE_UTILIZATION = 40

===== flow/design.v =====
package i2c_pkg;
  typedef enum logic [1:0] {
    AcqData = 2'b00,
    AcqStart = 2'b01,
    AcqStop = 2'b10,
    AcqRestart = 2'b11
  } i2c_acq_byte_id_e;
endpackage : i2c_pkg
module rv_plic_gateway #(
  parameter int N_SOURCE = 32
) (
  input clk_i,
  input rst_ni,
  input [N_SOURCE-1:0] src_i,
  input [N_SOURCE-1:0] le_i,       
  input [N_SOURCE-1:0] claim_i,  
  input [N_SOURCE-1:0] complete_i,  
  output logic [N_SOURCE-1:0] ip_o
);
  logic [N_SOURCE-1:0] ia;     
  logic [N_SOURCE-1:0] set;    
  logic [N_SOURCE-1:0] src_q;
  always_ff @(posedge clk_i or negedge rst_ni) begin
    if (!rst_ni) src_q <= '0;
    else         src_q <= src_i;
  end
  always_comb begin
    for (int i = 0 ; i < N_SOURCE; i++) begin
      set[i] = (le_i[i]) ? src_i[i] & ~src_q[i] : src_i[i] ;
    end
  end
  always_ff @(posedge clk_i or negedge rst_ni) begin
    if (!rst_ni) begin
      ip_o <= '0;
    end else begin
      ip_o <= (ip_o | (set & ~ia & ~ip_o)) & (~(ip_o & claim_i));
    end
  end
  always_ff @(posedge clk_i or negedge rst_ni) begin
    if (!rst_ni) begin
      ia <= '0;
    end else begin
      ia <= (ia | (set & ~ia)) & (~(ia & complete_i & ~ip_o));
    end
  end
endmodule

===== flow/run.sh =====
#!/bin/bash
# OpenROAD 26Q1-2900-gdf79404cd8, Yosys 0.63+post, stock flow scripts
make -C /OpenROAD-flow-scripts/flow DESIGN_CONFIG=/design/flow/config.mk WORK_HOME=/design/flow/orfs finish

===== flow/constraint.sdc =====
current_design rv_plic_gateway

set clk_period 1.0
set clk_io_pct 0.2

create_clock -name clk0 -period $clk_period [get_ports {clk_i}]

set non_clock_inputs [all_inputs -no_clocks]
set_input_delay [expr $clk_period * $clk_io_pct] -clock clk0 $non_clock_inputs
set_output_delay [expr $clk_period * $clk_io_pct] -clock clk0 [all_outputs]

==> impl_metrics.json <==
{
  "ys_area_um2": 3840,
  "dpl.hpwl_um": 5860,
  "leakage_nw": 2.75,
  "cts.clk_slew.worst_paths_ps": 90,
  "cts_tree": "yes",
  "report.final.slew_viol_count": 0,
  "initCoreUtil_pct": 41.4,
  "routed_via_density": 4.44,
  "reg2reg_from": "ip_o[25]",
  "die_area_um2": 10000,
  "arrival_ps": 890,
  "hold_viol": 96,
  "flop_cell": "dfrtp_1",
  "drive_above_1_share_pct": 32.5,
  "ff2ff_path_depth": 4,
  "finalPower_w": 0.00995,
  "numPortBuffers": 161,
  "utilization_pct": 64.8,
  "setup_ws_ps": -89.2,
  "root_buffer": "clkbuf_8",
  "tightest_slew_ps": 341,
  "warnings": 30,
  "chipWidth_um": 100,
  "holdCritPathClass": "in -> async",
  "crit_fanout": 4,
  "ys_types": 6,
  "power_switching_w": 0.00240,
  "synth_top_cell_by_count": "dfrtp_1",
  "p_seq_share_pct": 49.1,
  "r2r_slack_ps": 50,
  "ir_drop_mv": 0.792,
  "period_used_pct": 109,
  "synth-edff-count": 0,
  "rows": 35,
  "yosysWarnings": 1,
  "grt-ovfl-total": 0,
  "fp.dieH_um": 100,
  "crit_family": "flip-flops",
  "topCellsByArea": "dfrtp_1, o31ai_2, a21bo_2",
  "grt_pass1_vias": 2814,
  "crit_required_ps": 800,
  "endpoint_kind": "primary output",
  "netlist.area_leader.share_pct": 62.5,
  "ys_ff": 96,
  "insertion_delay_ps": 340,
  "clock-sinks": 96,
  "syn_area_per_cell_um2": 15.0,
  "h-tree-depth": 3,
  "cts_buffer_depth": 2,
  "async_flop_share_pct": 100,
  "post_drt_wl_per_cell_um": 12.8,
  "worstSetupPathType": "reg -> out",
  "pin_count": 162,
  "intPower_w": 0.00755,
  "grt_first_pass_wirelength_um": 12700,
  "ys_seq_share_pct": 62.5,
  "final.min_clock_period_ps": 1090,
  "pwr_density_cell_nw_per_um2": 1650,
  "grt_max_degree": 63,
  "drtAntennaViolNets": 0,
  "drt-initial-drc-count": 52,
  "place_ws_ps": -194,
  "path_buffers": 1,
  "pwr-share-clk_pct": 27.5,
  "critPathMaxStageDelay_ps": 420,
  "path_cells": "buf_2",
  "run_status": "finished, violations left",
  "finalSetupViolations": 32,
  "area_growth_pct": 56.6,
  "holdWs_ps": -193,
  "crit_slowest_cell": "dfrtp_1",
  "antenna_found_initial": 0,
  "drcViolationCount": 0,
  "switching_share_pct": 24.1,
  "violations": "negative hold slack, negative setup slack",
  "rsz0062_at_grt": "yes",
  "clock_skew_ps": 7.38,
  "yosys.area.top_type": "dfrtp_1",
  "antenna_cells": 0,
  "dr.pass1.iters": 4,
  "crit_path_start_kind": "flip-flop",
  "max_freq_mhz": 918,
  "core_region_area_um2": 9280,
  "comb_power_share_pct": 23.4,
  "drt-total-wl_um": 7740,
  "vias": 2675,
  "yosysCellCount": 256,
  "syn-instance-count": 256,
  "grtUsageTotal_pct": 16.7,
  "globalplace.congestion": 0.873,
  "netlist_area_um2": 3840,
  "r2r-end": "ia[25]",
  "max_cap_violations": 0,
  "relSlewSlack_pct": 77.2,
  "cts_buffers": 9
}
[layer usage]
metal	vias to the layer above	track usage [%]	part of all wire [%]
met2	91	24.8	43
met5	-	0	0
met3	7	4.46	8.2
li1	1337	-	-
met4	0	2.23	1.1
met1	1240	26.8	48
[worst max-delay path by stage]
| stage | slack (ps) | endpoint | depth (start not counted) | start |
|---|---|---|---|---|
| final | -90 | ip_o[4] | 1 | ip_o[4] |
| after CTS | -120 | ip_o[4] | 1 | ip_o[4] |
| after global routing | -140 | ip_o[4] | 1 | ip_o[4] |
[state kept, by name, summed over array words and instances, names as in the netlist]
signal,cells
src_q,32
ip_o,32
ia,32
[area by class of cell]
| class | count | area, um^2 |
|---|---|---|
| Multi-Input combinational cell | 160 | 1440 |
| Timing Repair Buffer | 202 | 1790 |
| Clock buffer | 11 | 141 |
| Fill cell | 719 | 3270 |
| Tap cell | 129 | 161 |
| Clock inverter | 5 | 80.1 |
| Sequential cell | 96 | 2400 |
[per-stage QoR]
| step | hold WS [ps] | cell area [um^2] | TNS, ps | cells |
|---|---|---|---|---|
| floorplan | -95.6 | 3840 | 0 | 256 |
| global placement | 187 | 5890 | -8450 | 579 |
| detailed placement | 188 | 5890 | -9450 | 579 |
| CTS | -202 | 6000 | -2340 | 602 |
| global route | -195 | 6020 | -3090 | 603 |
| finish | -193 | 6020 | -1440 | 603 |
[layout by cell type (no fill, tap or decap), drive strengths merged]
cell,synthesis,final
a21bo,32,32
buf,0,74
bufinv,0,2
clkbuf,0,11
clkdlybuf4s50,0,128
clkinv,0,1
clkinvlp,0,2
dfrtp,96,96
mux2i,32,32
nand2b,32,32
nor2b,32,32
o31ai,32,32
[power groups by stage]
stage | registers (W) | clock network, W | logic (W)
CTS | 0.00489 | 0.00287 | 0.00235
global route | 0.00496 | 0.00303 | 0.00258
finish | 0.00488 | 0.00274 | 0.00233
[what timing repair did]
item	in CTS	in global routing
buffers inserted	7	5
setup endpoints to repair	32	36
endpoints found under the hold margin	96	96
resized	98	3
gates cloned	0	0
[cells by family after synthesis]
family             after synthesis  share of synthesized area [%]
DFF                             96                           62.5
and+or+nand+nor                 64                           10.4
AOI/OAI and AO/OA               64                           18.7
muxes                           32                           8.33
Power is estimated from default activity; no workload was simulated.
