File: /design/flow/design.v
package i2c_pkg;
  typedef enum logic [1:0] {
    AcqData = 2'b00,
    AcqStart = 2'b01,
    AcqStop = 2'b10,
    AcqRestart = 2'b11
  } i2c_acq_byte_id_e;
endpackage : i2c_pkg
module prim_filter_ctr #(
  parameter bit AsyncOn = 0,
  parameter int unsigned CntWidth = 2
) (
  input                clk_i,
  input                rst_ni,
  input                enable_i,
  input                filter_i,
  input [CntWidth-1:0] thresh_i,
  output logic         filter_o
);
  logic [CntWidth-1:0] diff_ctr_q, diff_ctr_d;
  logic filter_q, stored_value_q, update_stored_value;
  logic filter_synced;
  if (AsyncOn) begin : gen_async
    prim_flop_2sync #(
      .Width(1)
    ) prim_flop_2sync (
      .clk_i,
      .rst_ni,
      .d_i(filter_i),
      .q_o(filter_synced)
    );
  end else begin : gen_sync
    assign filter_synced = filter_i;
  end
  always_ff @(posedge clk_i or negedge rst_ni) begin
    if (!rst_ni) begin
      filter_q <= 1'b0;
    end else begin
      filter_q <= filter_synced;
    end
  end
  always_ff @(posedge clk_i or negedge rst_ni) begin
    if (!rst_ni) begin
      stored_value_q <= 1'b0;
    end else if (update_stored_value) begin
      stored_value_q <= filter_synced;
    end
  end
  always_ff @(posedge clk_i or negedge rst_ni) begin
    if (!rst_ni) begin
      diff_ctr_q <= '0;
    end else begin
      diff_ctr_q <= diff_ctr_d;
    end
  end
  assign update_stored_value = (diff_ctr_d == thresh_i);
  assign diff_ctr_d = (filter_synced != filter_q) ? '0       :            
                      (diff_ctr_q >= thresh_i)    ? thresh_i :            
                                                    (diff_ctr_q + 1'b1);  
  assign filter_o = enable_i ? stored_value_q : filter_synced;
endmodule
File: /design/flow/config.mk
export PLATFORM = sky130hd
export DESIGN_NAME = prim_filter_ctr
export DESIGN_NICKNAME = prim_filter_ctr
export VERILOG_FILES = /design/flow/design.v
export SDC_FILE = /design/flow/constraint.sdc
export NUM_CORES = 4
export LEC_CHECK = 1
export CORE_AREA = 10 10 70 70
export DIE_AREA = 0 0 80 80
File: /design/flow/run.sh
#!/bin/bash
# OpenROAD 26Q1-2900-gdf79404cd8, Yosys 0.63+post, stock flow scripts
make -C /OpenROAD-flow-scripts/flow DESIGN_CONFIG=/design/flow/config.mk WORK_HOME=/design/flow/orfs finish
File: /design/flow/constraint.sdc
current_design prim_filter_ctr

set clk_period 1.5
set clk_io_pct 0.2

create_clock -name clk0 -period $clk_period [get_ports {clk_i}]

set non_clock_inputs [all_inputs -no_clocks]
set_input_delay [expr $clk_period * $clk_io_pct] -clock clk0 $non_clock_inputs
set_output_delay [expr $clk_period * $clk_io_pct] -clock clk0 [all_outputs]
==> impl_metrics.yaml <==
# synthesis and place-and-route metrics
logic_synthesis:
  ys_types: 17
  syn_inst: 29
  ys_warn_count: 1
  ys_seq_share_pct: 35.09
  post-synth-top-area-fraction_pct: 35.09
  ys_cells: 29
  yosysTopAreaCell: "dfrtp_1"
  syn_area_um2: 285.3
  synth.area.top_cells: "dfrtp_1 35%, ha_1 8.8%, a211oi_1 7.9%, nand2b_1 6.6%, o311ai_2 5.7%"
  avgSynthCellArea_um2: 9.837
  synth_flops: 4
  ys_area_um2: 285.3
hold_path:
  hp-class: "input pin to asynchronous set/reset pin"
timing:
  setup_slack_ns: 0.05549
  finalClockPeriodUsage_pct: 96.30
  whs_ns: 0.2754
  finalMaxSlewViolations: 0
  finalCriticalPeriod_ns: 1.445
  max_freq_mhz: 692.3
  setup_viol: 0
  fin_skew_ns: 0.0003682
  rsz0062_at_grt: "yes"
  slew_headroom_pct: 82.64
  tightest_slew_ns: 0.2598
  finalHoldViolCount: 0
worst_setup_path:
  required_ns: 1.59
  start_kind: "flop"
  critPathArrivalTime_ns: 1.54
  cp-end-kind: "flop"
  path_max_fanout: 3
  max_stage_delay_ns: 0.38
  crit_slowest_cell: "dfrtp_1"
  cp_cell_sequence: "inv_2 -> ha_4 -> nand2b_4 -> a21oi_4 -> o311ai_4 -> a21oi_2 -> a211oi_1"
  path_class: "flop to flop"
drt:
  wl_um: 678
  drtIter0Drc: 3
  antenna_left: 0
  vias: 265
  first_pass_iters: 2
  num_antenna_cells: 0
  wire_per_inst_um: 7.370
  drc: 0
  drt-vias-per-instance: 2.880
grt:
  grt_use_total_pct: 2.180
  antenna_found_initial: 0
  grt_pass1_wl_um: 1152
  overflow: 0
  grt_pass1_vias: 284
  grt_max_degree: 6
clocking:
  insertion_delay_ns: 0.23
  cts_tree: "done"
  numCtsBuffers: 3
  clock_sinks: 4
  path_clk_slew_ns: 0.03
  root_buffer: "clkbuf_4"
  cts_buffer_depth: 2
  htree_levels: 1
  cts.hold.buffers_added: 0
die:
  die_w_um: 80
  io_pins: 7
  coreArea_um2: 3416
  rows: 21
  die_area_um2: 6400
  die_h_um: 80
  fp_util_pct: 8.352
flow_run:
  warning_count: 26
  maxCapViolCount: 0
status:
  status: "finished clean"
power_and_ir_drop:
  p_leak_nw: 0.2202
  power_density_nw_per_um2: 1408
  peakVddDrop_v: 0.0002060
final_layout:
  lay_top_cells: "7 x buf_4, 5 x dlygate4sd2_1, 4 x nor2_1, 4 x dfrtp_1"
  lay_top_count: "buf_4"
  final_cells: 92
  syn_to_final_growth_pct: 90.35
  final_util_pct: 15.90
  drive_above_1_share_pct: 50.00
placement:
  dp_slack_ns: -0.3748
  gp_congestion: 0.7428
  numPortBuffers: 6
  place_hpwl_um: 558.8
  placed_cells: 87
## path summary, 6_finish.rpt
kind                             endpoint  cells after the start  slack (ns)          start
setup / recovery           stored_value_q                      7        0.06  diff_ctr_q[0]
hold / removal              diff_ctr_q[1]                      1        0.28         rst_ni
setup reg to reg           stored_value_q                      7        0.06  diff_ctr_q[0]
hold reg to reg             diff_ctr_q[0]                      2        0.58  diff_ctr_q[0]
max in group asynchronous        filter_q                      1        1.06         rst_ni
min in group clk0                filter_q                      2        0.45       filter_i
## flip-flops by register name (all words and copies together) (netlist names)
name / cells
stored_value_q: 1
filter_q: 1
diff_ctr_q: 2
## metal layers
| layer | routed length (um) | vias to the layer above | GRT usage (%) | share of wire (%) |
|---|---|---|---|---|
| li1 | - | 139 | - | - |
| met1 | 258 | 125 | 2.270 | 38 |
| met5 | 0 | - | 0 | 0 |
| met4 | 0 | 0 | 0.7042 | 0 |
| met3 | 33 | 0 | 1.023 | 4.9 |
| met2 | 386 | 1 | 3.772 | 57 |
## per-stage QoR
stage          power (mW)  setup TNS [ns]  area (um2)
3_5_place_dp       0.5020          -1.374       455.4
2_1_floorplan      0.3829               0       292.8
6_report           0.7644               0       543.0
5_1_grt            0.8209        -0.02762       543.0
3_3_place_gp       0.4868          -1.217       455.4
4_1_cts            0.7485               0       521.8
## cell families after synthesis
| kind of cell | after synthesis | share of synthesized area, % |
|---|---|---|
| AND-OR/OR-AND | 8 | 21.93 |
| XOR/XNOR | 2 | 6.141 |
| adder cells (fa/ha/maj) | 2 | 8.771 |
| buffers and inverters | 2 | 2.629 |
| flip-flops | 4 | 35.09 |
| multiplexers | 1 | 3.947 |
| AND/OR/NAND/NOR | 10 | 21.49 |
## final cells by class
type                       count  area (um2)
fill                         391        2873
tap                           46       57.56
multi-input combinational     23       237.7
inverter                       2       7.507
timing repair buffer          14       117.6
sequential                     4       100.1
clock buffer                   3       22.52
## worst max-delay path: cells and delay by family (launching register included)
kind            cells  cell delay, ns
compound gates      4            0.47
flops               1            0.38
buf+inv             1            0.11
fa+ha+maj           1            0.20
simple gates        1            0.14
## timing repair
item,in CTS,in global routing
resized,11,3
pin swaps,4,0
setup endpoints to repair,4,2
buffers inserted,2,0
## synth_stat cells
| cell type | number |
|---|---|
| ha_1 | 2 |
| nand2b_1 | 3 |
| a211oi_1 | 3 |
| mux2_1 | 1 |
| xnor2_1 | 1 |
| o21ai_1 | 1 |
| and2_2 | 1 |
| a21oi_1 | 2 |
| a21oi_2 | 1 |
| dfrtp_1 | 4 |
| o311ai_2 | 1 |
| nand2b_4 | 1 |
| inv_2 | 1 |
| nor2_1 | 4 |
| inv_1 | 1 |
| nand4_1 | 1 |
| xor2_1 | 1 |
## power breakdown
part           internal [mW]  switching, mW  total, mW
logic                  0.272          0.189      0.460
registers              0.144         0.0351      0.179
clock network         0.0889         0.0366      0.125
Power and IR drop assume default switching activity.
